`design.v`:
```
module top(input clk, input [3:0] a, input [3:0] b, output reg [7:0] q);
    reg [3:0] a_reg;
    reg [3:0] b_reg;
    wire [7:0] q_out;
    always @(posedge clk) begin
        a_reg <= a;
        b_reg <= b;
        q <= q_out;
    end
    mcve mcve(clk, a_reg, b_reg, q_out);
endmodule
module mcve #(
    parameter INPUT_PIPELINE_DEPTH = 0,
    parameter OUTPUT_PIPELINE_DEPTH = 0,
)
(input clk, input [3:0] a, input [3:0] b, output [7:0] q);
    wire [7:0] mul_results;
    genvar i;
    generate
        if (INPUT_PIPELINE_DEPTH > 0) begin
            reg [3:0] a_reg[INPUT_PIPELINE_DEPTH-1:0];
            reg [3:0] b_reg[INPUT_PIPELINE_DEPTH-1:0];
            always @(posedge clk) begin
                a_reg[0] <= a;
                b_reg[0] <= b;
            end
            for(i = 1; i < INPUT_PIPELINE_DEPTH; i = i + 1) begin
                always @(posedge clk) begin
                    a_reg[i] <= a_reg[i - 1];
                    b_reg[i] <= b_reg[i - 1];
                end
            end
            assign mul_results = a_reg[INPUT_PIPELINE_DEPTH-1] * b_reg[INPUT_PIPELINE_DEPTH-1];
        end else begin
            assign mul_results = a * b;
        end
    endgenerate
    generate
        if (OUTPUT_PIPELINE_DEPTH > 0) begin
            reg [7:0] pipeline[OUTPUT_PIPELINE_DEPTH-1:0] ;
            always @(posedge clk) begin
                pipeline[0] <= mul_results;
            end
            for(i = 1; i < OUTPUT_PIPELINE_DEPTH; i = i + 1) begin
                always @(posedge clk) begin
                    pipeline[i] <= pipeline[i - 1];
                end
            end
            assign q = pipeline[OUTPUT_PIPELINE_DEPTH-1];
        end else begin
            assign q = mul_results;
        end
    endgenerate
endmodule
```
`run.sh`:
```
#!/bin/bash
# OpenROAD 26Q1-2900-gdf79404cd8, Yosys 0.63+post, stock flow scripts
make -C /OpenROAD-flow-scripts/flow DESIGN_CONFIG=/design/flow/config.mk WORK_HOME=/design/flow/orfs finish
```
`config.mk`:
```
export PLATFORM = sky130hd
export DESIGN_NAME = top
export DESIGN_NICKNAME = top
export VERILOG_FILES = /design/flow/design.v
export SDC_FILE = /design/flow/constraint.sdc
export NUM_CORES = 4
export LEC_CHECK = 1
export CORE_AREA = 10 10 94 94
export DIE_AREA = 0 0 104 104
```
`constraint.sdc`:
```
current_design top

set clk_period 4.5
set clk_io_pct 0.2

create_clock -name clk0 -period $clk_period [get_ports {clk}]

set non_clock_inputs [all_inputs -no_clocks]
set_input_delay [expr $clk_period * $clk_io_pct] -clock clk0 $non_clock_inputs
set_output_delay [expr $clk_period * $clk_io_pct] -clock clk0 [all_outputs]
```
==> results.sh <==
# flow metrics
export IMPL_crit_arrival_ns=2.77
export IMPL_cts_buffers=3
export IMPL_fin_skew_ns=0.000795
export IMPL_ys_ff=16
export IMPL_port_buffers=16
export IMPL_grt_pass1_wl_microns=2390
export IMPL_crit_fanout=4
export IMPL_syn_avg_cell_area_sq_um=11.5
export IMPL_core_area_sq_um=6830
export IMPL_first_global_vias=543
export IMPL_place_area_sq_um=1050
export IMPL_hold_buffers=0
export IMPL_syn_inst=67
export IMPL_pre_cts_ws_ns=1.85
export IMPL_die_h_microns=104
export IMPL_antenna_found_initial=0
export IMPL_drt_wl_total_microns=1440
export IMPL_drt_iter0_drc=13
export IMPL_drive_gt1_share_pct=3.49
export IMPL_logic_area_sq_um=442
export IMPL_worst_setup_path_start_kind="register"
export IMPL_seqCellArea_sq_um=320
export IMPL_fp_util_pct=11.3
export IMPL_gp_congestion=0.731
export IMPL_fp_dieW_microns=104
export IMPL_die_area_sq_um=10800
export IMPL_maxSlewHeadroom_pct=79.9
export IMPL_io_pins=17
export IMPL_postRouteAntennaNets=0
export IMPL_synth_cell_types=19
export IMPL_slew_viol_final=0
export IMPL_cts_root_buf="clkbuf_8"
export IMPL_leakagePower_nw=0.484
export IMPL_viasPerCell=2.81
export IMPL_yosys_warnings=1
export IMPL_clkTransAtPathRegs_ns=0.06
export IMPL_cts_tree="yes"
export IMPL_fmax_ghz=0.380
export IMPL_overflow=0
export IMPL_setup_tns_ns=0
export IMPL_drv_cap=0
export IMPL_fill_cells=778
export IMPL_min_path_type="reg2reg"
export IMPL_ys_seq_share_pct=41.6
export IMPL_finalSetupViolations=0
export IMPL_syn_to_final_growth_pct=41.8
export IMPL_row_count=30
export IMPL_critical_path_required_ns=4.63
export IMPL_netlist_area_sq_um=769
export IMPL_postCtsSetupBuffers=0
export IMPL_finalHoldWorstSlack_ns=0.501
export IMPL_p_per_area_nw_per_um2=321
export IMPL_design_area_sq_um=1090
export IMPL_largest_reg_flops=8
export IMPL_ir_drop_mv=0.0639
export IMPL_warnings=25
export IMPL_post_cts_resized=0
export IMPL_antenna_diode_count=0
export IMPL_fin_crit_sh_pct=58.5
export IMPL_layout_setup_ws_ns=1.87
export IMPL_grt_max_degree=9
export IMPL_endpoint_kind="register"
export IMPL_tightest_slew_ns=0.300
export IMPL_yosys_cells=67
export IMPL_clock_latency_ns=0.24
export IMPL_status="finished clean"
export IMPL_h_tree_depth=1
export IMPL_track_usage_pct=2.64
export IMPL_yosys_stat_area_sq_um=769
export IMPL_vias=511
export IMPL_drc_errors=0
export IMPL_hold_viol_final=0
export IMPL_dr_pass1_iters=2
export IMPL_final_min_clock_period_ns=2.63
export IMPL_rsz0062_at_grt="false"
export IMPL_place_hpwl_microns=1270
export IMPL_wl_per_cell_microns=7.89
export IMPL_clkSinkCount=16
export IMPL_crit_type="reg2reg"
export IMPL_cts_buffer_depth=2
[report_power, final]
group          internal [mW]  switching (mW)  leakage (nW)
clock                 0.0592          0.0448        0.0216
sequential             0.160         0.00603         0.135
combinational         0.0521          0.0278         0.328
total                  0.272          0.0787         0.484
[synth_stat cells]
| library cell | count | area [sq um] |
|---|---|---|
| dfxtp_1 | 16 | 320 |
| and2_1 | 13 | 81.3 |
| ha_1 | 12 | 150 |
| fa_1 | 4 | 80.1 |
| nand2_1 | 3 | 11.3 |
| a21o_1 | 2 | 15.0 |
| a21oi_1 | 2 | 10.0 |
| inv_1 | 2 | 7.51 |
| nor2_1 | 2 | 7.51 |
| xnor2_1 | 2 | 17.5 |
| a211o_1 | 1 | 8.76 |
| a211oi_1 | 1 | 7.51 |
| a221o_1 | 1 | 10.0 |
| and2b_1 | 1 | 7.51 |
| nor2b_1 | 1 | 6.26 |
| nor3b_1 | 1 | 7.51 |
| o21a_1 | 1 | 7.51 |
| o21ai_0 | 1 | 5.00 |
| xor2_1 | 1 | 8.76 |
[placed cells by master, fill, tap and decap left out, types with 3 or more instances in the layout]
cell and n:
and2_1 13, clkdlybuf4s50_1 16, dfxtp_1 16, clkbuf_8 3, ha_1 12, nand2_1 3
fa_1 4
[kinds of logic after synthesis]
logic type,Yosys count,synth area share [%]
simple gates,21,15.8
fa+ha+maj,16,29.9
flops,16,41.6
compound gates,9,8.29
xor+xnor,3,3.42
buf+inv,2,0.976
[area by class of cell]
| cell class | count | area share (%) |
|---|---|---|
| Multi-Input combinational cell | 49 | 40.5 |
| Tap cell | 96 | 11.0 |
| Sequential cell | 16 | 29.4 |
| Timing Repair Buffer | 16 | 14.7 |
| Inverter | 2 | 0.688 |
| Clock buffer | 3 | 3.78 |
[layer usage]
layer  vias to the layer above  global-route usage, %  part of all wire, %
li1                        266                      -                    -
met4                         0                  0.596                  2.3
met2                        12                   4.73                   50
met1                       229                   2.52                   37
met3                         4                   1.57                   11
met5                         -                      0                    0
[through the flow]
step,cells,util [%],power (mW)
global placement,179,15.4,0.251
finish,182,16.0,0.350
detailed placement,179,15.4,0.252
floorplan,67,-,0.206
CTS,182,16.0,0.360
global route,182,16.0,0.377
[worst max-delay path: stages, from the launching register on]
cell and delay (ns):
dfxtp_1 0.35, nand2_1 0.09, fa_1 0.53, inv_1 0.05
fa_1 0.52, ha_1 0.33, a211oi_1 0.29, nor2_1 0.09
a211o_1 0.26
[worst paths after layout]
| kind | cells after the start | slack, ns | start | end |
|---|---|---|---|---|
| hold reg to reg | 1 | 0.50 | a_reg[0] | q[0] |
| hold / removal | 1 | 0.50 | a_reg[0] | q[0] |
| setup reg to reg | 8 | 1.87 | a_reg[0] | q[7] |
| setup / recovery | 8 | 1.87 | a_reg[0] | q[7] |
Power and IR drop assume default switching activity.
